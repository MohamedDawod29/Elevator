`design/flow/design.v`:
```
`timescale 1ns / 1ps
module elevator 
					(
					input clk,reset_n,
					input [1:0] rfloor,
					output  [1:0] current_floor,
					output  up,down,stop,
					output [6:0] counter
					);
					reg [6:0] counter_next,counter_reg;
					reg [1:0] Q_next,Q_reg;
					reg up_next,up_reg;
					reg down_next,down_reg;
					reg stop_next,stop_reg;
					reg [1:0] floor_next,floor_reg;
					localparam s0 = 0,s1= 1,s2 = 2,s3 = 3;
					always @ (posedge clk,negedge reset_n)
					begin
						if (~reset_n)
						begin
							Q_reg <= s0;
							floor_reg <= 2'b00;
							up_reg <= 0;
							down_reg <= 0;
							stop_reg <= 0;
							counter_reg <= 0;
						end
						else
						begin
							Q_reg <= Q_next;
							floor_reg <= floor_next;
							up_reg <= up_next;
							down_reg <= down_next;
							stop_reg <= stop_next;
							counter_reg <= counter_next;
						end
					end
					always @ (*)
					begin
						Q_next = Q_reg;
						floor_next = floor_reg;
						up_next = up_reg;
						down_next = down_reg;
						stop_next = 1;
						counter_next = counter_reg;
						casez(Q_reg)
							s0:
							begin
								casez(rfloor)
								2'b01:
								begin
									if (counter_next == 29)
									begin
									Q_next = s1;
									floor_next = 2'b01;
									up_next = 1;
									down_next = 0;
									stop_next = 0;
									counter_next = 0;
									end
									else
									begin
									counter_next = counter_next + 1;
									up_next = 1;
									stop_next = 0;
									end
								end
								2'b10:
								begin
									if (counter_next == 29)
									begin
									Q_next = s1;
									floor_next = 2'b01;
									up_next = 1;
									down_next = 0;
									stop_next = 0;
									counter_next = 0;
									end
									else if (counter_next == 59)
									begin
									Q_next = s2;
									floor_next = 2'b10;
									up_next = 1;
									down_next = 0;
									stop_next = 0;
									counter_next = 0;
									end
									else
									begin
									counter_next = counter_next + 1;
									up_next = 1;
									stop_next = 0;
									end
								end
								2'b11:
								begin
									if (counter_next == 29)
									begin
									Q_next = s1;
									floor_next = 2'b01;
									up_next = 1;
									down_next = 0;
									stop_next = 0;
									counter_next = 0;
									end
									else if (counter_next == 59)
									begin
									Q_next = s2;
									floor_next = 2'b10;
									up_next = 1;
									down_next = 0;
									stop_next = 0;
									counter_next = 0;
									end
									else if (counter_next == 89)
									begin
									Q_next = s3;
									floor_next = 2'b11;
									up_next = 1;
									down_next = 0;
									stop_next = 0;
									counter_next = 0;
									end
									else
									begin
									counter_next = counter_next + 1;
									up_next = 1;
									stop_next = 0;
									end
								end
								default:
								begin
									Q_next = s0;
									floor_next = 0;
									up_next = 0;
									down_next = 0;
									stop_next = 1;
									counter_next = 0;
								end
								endcase
							end
							s1:
							begin
								casez(rfloor)
								2'b00:
								begin
									if (counter_next == 29)
									begin
									Q_next = s0;
									floor_next = 2'b00;
									up_next = 0;
									down_next = 1;
									stop_next = 0;
									counter_next = 0;
									end
									else
									begin
									counter_next = counter_next + 1;
									down_next = 1;
									stop_next = 0;
									end
								end
								2'b10:
								begin
									if (counter_next == 29)
									begin
									Q_next = s2;
									floor_next = 2'b10;
									up_next = 1;
									down_next = 0;
									stop_next = 0;
									counter_next = 0;
									end
									else
									begin
									counter_next = counter_next + 1;
									up_next = 1;
									stop_next = 0;
									end
								end
								2'b11:
								begin
									if (counter_next == 29)
									begin
									Q_next = s2;
									floor_next = 2'b10;
									up_next = 1;
									down_next = 0;
									stop_next = 0;
									counter_next = 0;
									end
									else if (counter_next == 59)
									begin
									Q_next = s3;
									floor_next = 2'b11;
									up_next = 1;
									down_next = 0;
									stop_next = 0;
									counter_next = 0;
									end
									else
									begin
									counter_next = counter_next + 1;
									up_next = 1;
									stop_next = 0;
									end
								end
								default:
								begin
									Q_next = s1;
									floor_next = 2'b01;
									up_next = 0;
									down_next = 0;
									stop_next = 1;
									counter_next = 0;
								end
								endcase
							end
							s2:
							begin
								casez(rfloor)
								2'b00:
								begin
									if (counter_next == 29)
									begin
									Q_next = s1;
									floor_next = 2'b01;
									up_next = 0;
									down_next = 1;
									stop_next = 0;
									counter_next = 0;
									end
									else if (counter_next == 59)
									begin
									Q_next = s0;
									floor_next = 2'b00;
									up_next = 0;
									down_next = 1;
									stop_next = 0;
									counter_next = 0;
									end
									else
									begin
									counter_next = counter_next + 1;
									down_next = 1;
									stop_next = 0;
									end
								end
								2'b01:
								begin
									if (counter_next == 29)
									begin
									Q_next = s1;
									floor_next = 2'b01;
									up_next = 0;
									down_next = 1;
									stop_next = 0;
									counter_next = 0;
									end
									else
									begin
									counter_next = counter_next + 1;
									down_next = 1;
									stop_next = 0;
									end
								end
								2'b11:
								begin
									if (counter_next == 29)
									begin
									Q_next = s3;
									floor_next = 2'b11;
									up_next = 1;
									down_next = 0;
									stop_next = 0;
									counter_next = 0;
									end
									else
									begin
									counter_next = counter_next + 1;
									up_next = 1;
									stop_next = 0;
									end
								end
								default:
								begin
									Q_next = s2;
									floor_next = 2'b10;
									up_next = 0;
									down_next = 0;
									stop_next = 1;
									counter_next = 0;
								end
								endcase	
							end
							s3:
							begin
								casez(rfloor)
								2'b00:
								begin
									if (counter_next == 29)
									begin
									Q_next = s2;
									floor_next = 2'b10;
									up_next = 0;
									down_next = 1;
									stop_next = 0;
									counter_next = 0;
									end
									else if (counter_next == 59)
									begin
									Q_next = s1;
									floor_next = 2'b01;
									up_next = 0;
									down_next = 1;
									stop_next = 0;
									counter_next = 0;
									end
									else if (counter_next == 89)
									begin
									Q_next = s0;
									floor_next = 2'b00;
									up_next = 0;
									down_next = 1;
									stop_next = 0;
									counter_next = 0;
									end
									else
									begin
									counter_next = counter_next + 1;
									down_next = 1;
									stop_next = 0;
									end
								end
								2'b01:
								begin
									if (counter_next == 29)
									begin
									Q_next = s2;
									floor_next = 2'b10;
									up_next = 0;
									down_next = 1;
									stop_next = 0;
									counter_next = 0;
									end
									else if (counter_next == 59)
									begin
									Q_next = s1;
									floor_next = 2'b01;
									up_next = 0;
									down_next = 1;
									stop_next = 0;
									counter_next = 0;
									end
									else
									begin
									counter_next = counter_next + 1;
									down_next = 1;
									stop_next = 0;
									end
								end
								2'b10:
								begin
									if (counter_next == 29)
									begin
									Q_next = s2;
									floor_next = 2'b10;
									up_next = 0;
									down_next = 1;
									stop_next = 0;
									counter_next = 0;
									end
									else
									begin
									counter_next = counter_next + 1;
									down_next = 1;
									stop_next = 0;
									end
								end
								default:
								begin
									Q_next = s3;
									floor_next = 2'b11;
									up_next = 0;
									down_next = 0;
									stop_next = 1;
									counter_next = 0;
								end
								endcase		
							end
							default:
							begin
								Q_next = s0;
								floor_next = 2'b00;
								up_next = 0;
								down_next = 0;
								stop_next = 1;
								counter_next = 0;
							end
						endcase
					end
				assign current_floor = floor_reg;
				assign up = up_reg;
				assign down = down_reg;
				assign stop = stop_reg;
				assign counter = counter_reg;
endmodule
```
`design/flow/run.sh`:
```
#!/bin/bash
# OpenROAD 26Q1-2900-gdf79404cd8, Yosys 0.63+post, stock flow scripts
make -C /OpenROAD-flow-scripts/flow DESIGN_CONFIG=/design/flow/config.mk WORK_HOME=/design/flow/orfs finish
```
`design/flow/config.mk`:
```
export PLATFORM = sky130hd
export DESIGN_NAME = elevator
export DESIGN_NICKNAME = elevator
export VERILOG_FILES = /design/flow/design.v
export SDC_FILE = /design/flow/constraint.sdc
export NUM_CORES = 4
export LEC_CHECK = 1
export CORE_UTILIZATION = 30
```
`design/flow/constraint.sdc`:
```
current_design elevator

set clk_period 4.9
set clk_io_pct 0.2

create_clock -name clk0 -period $clk_period [get_ports {clk}]

set non_clock_inputs [all_inputs -no_clocks]
set_input_delay [expr $clk_period * $clk_io_pct] -clock clk0 $non_clock_inputs
set_output_delay [expr $clk_period * $clk_io_pct] -clock clk0 [all_outputs]
```
==> summary.rpt <==
=== SYNTHESIS / PLACE & ROUTE SUMMARY ===
----------------------------------------------------
[Synth]
  Post-synthesis instance total ........................ 191
  Yosys warning total ........................ 1
  Area share of the largest cell type after synthesis ........................ 23.26%
  Number of different library cells in the post-synthesis netlist ........................ 66
  Yosys stat area ........................ 0.001614 mm²
  Post-Syn Area ........................ 0.001614 mm²
  Avg Synthesized Cell Area ........................ 8.451 µm²
  Cell type with the highest aggregate area in the netlist ........................ sky130_fd_sc_hd__dfrtp_1
  Synthesis-stage register bit count ........................ 16
  Top cells, area ........................ sky130_fd_sc_hd__dfrtp_1 (23%), sky130_fd_sc_hd__ha_1 (5.4%), sky130_fd_sc_hd__nand2_1 (4.7%), sky130_fd_sc_hd__o21ai_0 (4.3%), sky130_fd_sc_hd__a21oi_1 (3.4%)
  Post-synthesis sequential area ratio ........................ 24.88%
  Fraction of registers with async set or reset after synthesis ........................ 100.0%
  Yosys cell count ........................ 191
  Flip-flops with a built-in enable ........................ 0
  Most common reg cell ........................ sky130_fd_sc_hd__dfrtp_1

[Global route]
  Global-route total usage across every layer ........................ 16.93%
  Number of global-route vias before repair ........................ 1,433
  Number of antenna violations at the first check in global routing ........................ 0
  Largest net degree at the start of global routing ........................ 21
  Global-route congestion overflow total ........................ 0
  First-pass GRT wire length ........................ 7.258 mm

[Critical path]
  Highest fanout seen on the critical path ........................ 18
  Category of the worst setup path launch point ........................ primary input
  Worst setup path class ........................ primary input to register
  Worst EP required ........................ 5.01 ns
  Crit. End Element ........................ register
  Data arrival, critical path ........................ 3.40 ns

[CTS]
  Clock transition at path regs ........................ 0.07 ns
  Total of hold buffers inserted after clock tree synthesis ........................ 0
  Setup bufs post-CTS ........................ 0
  Clock tree root buffer cell ........................ sky130_fd_sc_hd__clkbuf_8
  Insertion Delay late pin ........................ 0.25 ns
  Maximum buffer depth of the clock tree ........................ 2
  TritonCTS clock tree ........................ built
  CTS buffer count ........................ 3
  Number of sinks on the clock net ........................ 16
  Depth of the CTS H-tree ........................ 1
  Number of gates given a new drive strength after cts ........................ 0

[Die]
  Fraction of the core area occupied by cells at floorplan ........................ 31.40%
  Ports placed on the boundary ........................ 16
  Chip area ........................ 0.005678 mm²
  Die X ........................ 75.35 µm
  Row cnt ........................ 26
  Chip Height ........................ 75.35 µm
  Area of the core ........................ 0.005140 mm²

[Power and ir drop]
  Power per standard cell area ........................ 183.8 mW/mm²
  Clock share of power ........................ 36.3%
  Leakage power total ........................ 0.6421 nW
  Power share of the combinational group ........................ 19.7%
  VDD IR max ........................ 0.00007876 V
  Reported net switching power ........................ 0.09186 mW
  Internal power summed over all cells ........................ 0.2397 mW
  Switch share ........................ 27.70%
  Overall power consumption ........................ 0.3316 mW
  Sequential cell fraction of total power ........................ 44.1%

[Finish]
  Max reg flops ........................ 7
  Filler cells ........................ 546
  Ratio of cells with drive above 1 in the final layout ........................ 12.24%
  Layout area overhead ........................ 11.78%

[Route]
  Drt wl/cell ........................ 16.36 µm
  Number of vias in the routed layout ........................ 1,529
  DRT Pass-1 Iters ........................ 4
  Via-per-instance ratio ........................ 5.748
  Routed WL ........................ 4.353 mm
  Remaining antenna violation count ........................ 0
  Drc violations ........................ 0
  Initial drt markers ........................ 132
  Count of antenna diodes in the layout ........................ 0

[Final timing]
  Max Fclk ........................ 304.2 MHz
  Minimum clock period ........................ 3.287 ns
  Setup violations, final ........................ 0
  Unrepaired setup endpoints after global routing ........................ no
  Fin crit share ........................ 67.08%
  Slew @ Worst Pin ........................ 0.7898 ns
  Worst-case headroom to the max-slew limit ........................ 47.29%
  Total count of max-transition violations in the final report ........................ 0
  Sum of negative setup slack ........................ 0 ns
  Layout Skew ........................ 0.003443 ns
  Hold Violations, Final ........................ 0

[Placement]
  GP Congestion ........................ 0.9023
  Half-perimeter wire length after placement ........................ 3.048 mm
  Buffers on Ports ........................ 15

[Flow run]
  Max Cap Violations ........................ 0
  Count of tool warnings ........................ 30

[Worst hold path]
  Worst min path class ........................ register to register

[Run status]
  Result of the run ........................ complete, no violations

----------------------------------------------------
[critical path, stage by stage]
cell and delay (ns):
sky130_fd_sc_hd__clkdlybuf4s50_1 0.56, sky130_fd_sc_hd__inv_1 0.13, sky130_fd_sc_hd__ha_1 0.42, sky130_fd_sc_hd__or2_1 0.38, sky130_fd_sc_hd__o31ai_2 0.09, sky130_fd_sc_hd__o21ai_1 0.17, sky130_fd_sc_hd__a221oi_4 0.51, sky130_fd_sc_hd__o32ai_1 0.16
[path summary, 6_finish.rpt]
kind / start / to / slack, ns / cells past startpoint
hold / removal: down_reg / down_reg / 0.53 / 1
setup reg to reg: counter_reg[0] / counter_reg[0] / 2.39 / 6
max in group asynchronous: reset_n / floor_reg[0] / 3.27 / 1
setup / recovery: rfloor[1] / counter_reg[0] / 1.61 / 8
min in group asynchronous: reset_n / counter_reg[3] / 1.16 / 1
hold reg to reg: down_reg / down_reg / 0.53 / 1
[cell families after synthesis]
kind of cell,Yosys count,share of synthesized area [%]
XOR/XNOR,5,2.713
AND-OR/OR-AND,77,35.89
AND/OR/NAND/NOR,64,22.40
adder cells (fa/ha/maj),7,5.426
buffers and inverters,21,7.985
flip-flops,16,24.88
multiplexers,1,0.6976
[routing by layer]
layer / up-vias / global-route usage [%] / share of wire, %
met1: 728 / 26.95 / 48
met5: - / 0 / 0
li1: 735 / - / -
met2: 62 / 24.31 / 43
met4: 0 / 2.675 / 0.80
met3: 4 / 3.753 / 8.2
[area by class of cell]
class                   instances  area [µm²]  area share [%]
multi-input cells             154        1084           60.06
flip-flops and latches         16       401.6           22.26
repair buffers                 15       150.1           8.322
well taps                      70       87.58           4.854
clock buffers                   4       55.05           3.051
inverters                       7       26.28           1.456
[layout by cell type (no fill, tap or decap), drive strengths merged, types with 3 or more instances in the layout]
cell type      count
nand3              7
inv                7
xnor2              4
nand2             20
o22ai              8
ha                 7
and2b              3
clkbuf             4
clkdlybuf4s50     15
a21oi             12
or3                3
a22oi              3
dfrtp             15
o21ai             19
a31oi              3
nor2              12
[Yosys cell counts (3+ instances only)]
library cell,instances
sky130_fd_sc_hd__a21oi_1,11
sky130_fd_sc_hd__a22oi_1,3
sky130_fd_sc_hd__a31oi_1,3
sky130_fd_sc_hd__buf_2,3
sky130_fd_sc_hd__buf_6,3
sky130_fd_sc_hd__clkbuf_1,5
sky130_fd_sc_hd__dfrtp_1,15
sky130_fd_sc_hd__ha_1,7
sky130_fd_sc_hd__inv_1,7
sky130_fd_sc_hd__nand2_1,20
sky130_fd_sc_hd__nand3_1,7
sky130_fd_sc_hd__nor2_1,10
sky130_fd_sc_hd__o21ai_0,14
sky130_fd_sc_hd__o21ai_1,5
sky130_fd_sc_hd__o22ai_1,8
sky130_fd_sc_hd__or3_1,3
sky130_fd_sc_hd__xnor2_1,4
[power groups by stage]
stage	Sequential, mW	Clock, mW	Combinational, mW
6_report	0.146	0.120	0.0652
5_1_grt	0.147	0.129	0.0729
4_1_cts	0.146	0.123	0.0650
[metrics by stage]
| stage | util (%) | worst slack [ns] | area (µm²) | hold slack, ns | instances |
|---|---|---|---|---|---|
| floorplan | - | 2.375 | 1614 | 0.4684 | 191 |
| global placement | 34.03 | 1.474 | 1749 | 0.5269 | 262 |
| detailed placement | 34.03 | 1.405 | 1749 | 0.5278 | 262 |
| CTS | 35.10 | 1.656 | 1804 | 0.5439 | 266 |
| global route | 35.10 | 1.441 | 1804 | 0.5756 | 266 |
| finish | 35.10 | 1.613 | 1804 | 0.5293 | 266 |
Power and IR drop assume default switching activity.
